===== ./design.v =====
`timescale 1ns / 1ps
module Debounce(
	input clk,
	input signalIn,
	output wire signalOut
);
parameter SAMPLE_WIDTH = 4;
parameter SAMPLE_THRESHOLD = 10;
reg [SAMPLE_WIDTH-1:0] signal_sample = {SAMPLE_WIDTH {1'b0}};
reg signalIn_ff = 1'b0;
assign signalOut = signalIn_ff;
always @(posedge clk) begin
	if (signalIn) begin
		if (signal_sample == SAMPLE_THRESHOLD) begin
			signalIn_ff <= signalIn;
		end else begin
			signal_sample <= signal_sample + 1'b1;
		end
	end else begin
		signal_sample <= {SAMPLE_WIDTH {1'b0}};
		signalIn_ff <= signalIn;
	end
end
endmodule

===== ./run.sh =====
#!/bin/bash
# OpenROAD 26Q1-2900-gdf79404cd8, Yosys 0.63+post, stock flow scripts
make -C /OpenROAD-flow-scripts/flow DESIGN_CONFIG=/design/flow/config.mk WORK_HOME=/design/flow/orfs finish

===== ./config.mk =====
export PLATFORM = sky130hd
export DESIGN_NAME = Debounce
export DESIGN_NICKNAME = Debounce
export VERILOG_FILES = /design/flow/design.v
export SDC_FILE = /design/flow/constraint.sdc
export NUM_CORES = 4
export LEC_CHECK = 1
export CORE_AREA = 10 10 70 70
export DIE_AREA = 0 0 80 80

===== ./constraint.sdc =====
current_design Debounce

set clk_period 1.3
set clk_io_pct 0.2

create_clock -name clk0 -period $clk_period [get_ports {clk}]

set non_clock_inputs [all_inputs -no_clocks]
set_input_delay [expr $clk_period * $clk_io_pct] -clock clk0 $non_clock_inputs
set_output_delay [expr $clk_period * $clk_io_pct] -clock clk0 [all_outputs]

==> CHANGELOG.md <==
### Physical design

- First-pass GRT wire length: 821 µm
- Register share after synthesis: 0.435
- First-pass iteration count of the detailed router: 1
- Post-synthesis register bit count: 5
- Worst slew pin tran: 0.185 ns
- WL final: 391 µm
- Yosys warning tally: 1
- # Cells Yosys: 22
- Min-delay worst type: reg -> reg
- Max Fclk: 0.879 GHz
- Hold path startpoint: signalIn_ff$_SDFFE_PN0N_
- FF-to-FF setup slack: 0.16 ns
- Dominant cell area share: 0.435
- Clk_skew: 0.00284 ns
- Worst-path fanout max: 4
- Top cells excl fill/tap: 4 x dfxtp_1, 3 x clkbuf_4
- Setup tns final: 0 ns
- Rows: 21
- Vias in the first global route: 206
- Cell area leaders: dfxtp_1 43%, ha_1 11%, nand3b_4 8.7%
- Area Growth Syn to Fin: 46.7%
- Rel. slew slack: 0.876
- Clock transition at path regs: 0.04 ns
- Final worst-path cycle share: 0.875
- GRT Overall Usage: 0.0165
- Worst EP arrival: 1.27 ns
- Crit-path leading delay family: flip-flops
- Placed Instances: 70
- Ports: 3
- Outcome: finished clean
- Fill count: 404
- Reg2reg end: signal_sample[0]$_SDFFE_PN0P_
- Max Slew Vio Count: 0
- Final setup viols: 0
- GR Overflow Total: 0
- Lkg Pwr: 0.000159 µW
- Chip footprint: 6400 µm²
- Clock Root Buffer: clkbuf_4
- Clk sink count: 5
- Critical Path Start Type: flop
- CP max stage cell: dfxtp_1
- Floorplan Utilization: 0.0674
- Worst Path Required: 1.43 ns
- Yosys stat area: 230 µm²
- Crit-path cells: inv_1, ha_1, nand3b_4, xnor2_1, and2_1
- Max-Cap Viols: 0
- I/O Buffers: 2
- Drt initial violations: 0
- Share of cells above drive strength 1: 0.179
- H-tree depth: 1
- Setup Crit Path Kind: reg -> reg
- Cell area after layout: 338 µm²
- Maximum clock path buffer count: 2
- WHS Endpoint: signalIn_ff$_SDFFE_PN0N_
- Core area: 3420 µm²
- Cell variety after synth: 13
- RSZ-0062 raised after global routing: no
- Die width: 80 µm
- Largest net degree at the start of global routing: 6
- Drt drc: 0
- Final Instance Count excl. Fillers: 74
- Most frequent logic cell in the layout: dfxtp_1
- Total CTS buffers: 3
- Final Hold Fails: 0
- Cells after Synth: 22
- Minimum clock period: 1.14 ns
- CP peak stage delay: 0.32 ns
- N_diodes: 0
- Vias per cell: 2.23
- DP Wirelength: 302 µm
- Syn Std Cell Area: 230 µm²
- Post-CTS Hold Buffers: 0
- Die y size: 80 µm
- RR Startpoint: signal_sample[0]$_SDFFE_PN0P_
- Worst Setup End Kind: flop
- Buf+Inv Stages, Crit Path: 1
- Routed length per instance: 5.28 µm
- CTS tree: built
- Hold path cells: 2
- Cell area power density: 1110 nW/µm²
- Tool warning count: 26
- Post-CTS Setup Inserts: 0
- Gpl congestion: 0.673
- Synth Area per Inst: 10.5 µm²
- Area leader, netlist: dfxtp_1
- Cell depth of the worst flop-to-flop path: 5
- Initial antenna violation count: 0
- Max IR drop VDD: 457 µV
- Placement-stage cell area: 308 µm²
- Final ANT Viol Nets: 0
- Via count: 165
- Clk Latency, worst-skew pair: 0.24 ns
- End-of-flow core utilization: 0.0989
[cells in the mapped netlist]
cell	instances
a21boi_0	2
a21oi_1	1
and2_1	2
dfxtp_1	5
ha_1	2
inv_1	2
nand2_1	1
nand2b_1	1
nand3_1	1
nand3b_1	1
nand3b_4	1
o21ai_0	1
xnor2_1	2
[stage by stage]
step	worst slack (ns)	hold slack [ns]	power [µW]
detailed placement	0.166	0.466	198
global route	0.0768	0.512	407
CTS	0.00814	0.463	381
global placement	0.220	0.444	196
finish	0.163	0.458	374
floorplan	0.259	0.382	190
[worst max-delay path by stage]
stage	cells past startpoint	startpoint	endpoint
CTS	1	signalIn_ff$_SDFFE_PN0N_	signalOut
global route	5	signal_sample[0]$_SDFFE_PN0P_	signal_sample[0]$_SDFFE_PN0P_
finish	5	signal_sample[0]$_SDFFE_PN0P_	signal_sample[0]$_SDFFE_PN0P_
[area by class of cell]
| cell class | count | area [µm²] | share of cell area |
|---|---|---|---|
| multi-input cells | 15 | 123 | 0.363 |
| flip-flops and latches | 5 | 101 | 0.300 |
| repair buffers | 2 | 22.5 | 0.0667 |
| clock buffers | 4 | 26.3 | 0.0778 |
| inverters | 2 | 7.51 | 0.0222 |
| well taps | 46 | 57.6 | 0.170 |
[tightest hold or removal path: cells and delay by family, from the launching register on]
family / cells / cell delay, ns
compound gates: 1 / 0.06
flops: 1 / 0.31
buf+inv: 1 / 0.04
[per-layer routing]
metal  GRT usage  vias up  routed length (µm)
met5           0        -                   0
met4     0.00176        0                   0
met3      0.0182        0                  57
met2      0.0241        7                 170
met1      0.0160       74                 163
li1            -       84                   -
[registers in the layout, indices dropped and copies added, names as in the netlist]
register       flops
signal_sample      4
signalIn_ff        1
[report_power, final]
group          internal, µW  switching, µW
clock network           116           61.8
logic                  15.1           11.8
registers               162           7.14
[kinds of logic after synthesis]
group | synth area share
AND/OR/NAND/NOR | 0.239
adder cells (fa/ha/maj) | 0.109
flip-flops | 0.435
AND-OR/OR-AND | 0.109
buffers and inverters | 0.0326
XOR/XNOR | 0.0761
[repair_timing]
item | 4_1_cts | 5_1_grt
cloned | 0 | 0
pin swaps | 0 | 0
setup endpoints to repair | 1 | 1
resized | 1 | 1
Power and IR drop assume default switching activity.
